===== ./design.v =====
module TX8(clk, rst, data, txd, start, busy);
    input clk, rst, start;
    input [7:0] data;
    output      txd, busy;
    reg [7:0]   cnt;  
    reg [3:0]   n_bit;
    reg 	       r_busy;
    reg [9:0]   tdata;
    assign txd = tdata[0], busy = r_busy;
    always @(posedge clk) begin
        if (rst == 1'b1) begin
            cnt <= 0; n_bit <= 0;
            r_busy <= 0;
            tdata <= 10'b1111111111;
        end
        else begin
            if (r_busy == 0 && start == 1) begin
                r_busy <= 1;
                tdata <= {1'b1, data, 1'b0};
            end
            if (r_busy == 1) begin
                cnt <= cnt + 1;
                if (cnt == 208 - 1) begin
                    cnt <= 0;
                    n_bit <= n_bit + 1;
                    tdata[9:0] <= {1'b0, tdata[9:1]};
                    if (n_bit == 9) begin
                        r_busy <= 0;
                        n_bit <= 0;
                        cnt <= 0;
                        tdata <= 10'b1111111111;
                    end
                end
            end
        end
    end
endmodule
module RX8(clk, rst, rxd, data, ready);
    input clk, rst, rxd;
    output [7:0] data;
    output 	ready;
    reg [7:0]   cnt;  
    reg [3:0]   n_bit;
    reg [9:0]   rdata;
    reg [2:0]   rxdb0;  
    reg 	       rxdb;
    reg 	       r_ready;
    reg [7:0]   data;
    assign ready = r_ready;
    always @(rxdb0) begin
        case (rxdb0)
            3'b000 : rxdb <= 0;
            3'b001 : rxdb <= 0;
            3'b010 : rxdb <= 0;
            3'b011 : rxdb <= 1;
            3'b100 : rxdb <= 0;
            3'b101 : rxdb <= 1;
            3'b110 : rxdb <= 1;
            3'b111 : rxdb <= 1;
        endcase
    end
    always @(posedge clk) begin
        if (rst == 1'b1) begin
            cnt <= 0; n_bit <= 0;
            r_ready <= 0;
            rdata <= 0; rxdb0 <= 0;
            data <= 0;
        end
        else begin
            if (n_bit == 0 && rxd == 0) begin
                n_bit <= 1;
            end
            if (n_bit != 0) begin
                cnt <= cnt + 1;
                if (cnt == (208/4)-1) rxdb0[0] <= rxd;
                if (cnt == (208/2)-1) rxdb0[1] <= rxd;
                if (cnt == (208*3/4)-1) rxdb0[2] <= rxd;
                if (cnt == 208 - 1) begin
                    cnt <= 0;
                    n_bit <= n_bit + 1;
                    rdata[9:0] <= {rxdb, rdata[9:1]};
                    if (n_bit == 9) begin
                        r_ready <= 0;
                    end
                    if (n_bit == 10) begin
                        data <= rdata[9:2];
                        r_ready <= 1;
                        n_bit <= 0;
                        cnt <= 0;
                    end
                end
            end
        end
    end
endmodule

===== ./run.sh =====
#!/bin/bash
# OpenROAD 26Q1-2900-gdf79404cd8, Yosys 0.63+post, stock flow scripts
make -C /OpenROAD-flow-scripts/flow DESIGN_CONFIG=/design/flow/config.mk WORK_HOME=/design/flow/orfs finish

===== ./config.mk =====
export PLATFORM = sky130hd
export DESIGN_NAME = RX8
export DESIGN_NICKNAME = RX8
export VERILOG_FILES = /design/flow/design.v
export SDC_FILE = /design/flow/constraint.sdc
export NUM_CORES = 4
export LEC_CHECK = 1
export CORE_UTILIZATION = 30

===== ./constraint.sdc =====
current_design RX8

set clk_period 2.5
set clk_io_pct 0.2

create_clock -name clk0 -period $clk_period [get_ports {clk}]

set non_clock_inputs [all_inputs -no_clocks]
set_input_delay [expr $clk_period * $clk_io_pct] -clock clk0 $non_clock_inputs
set_output_delay [expr $clk_period * $clk_io_pct] -clock clk0 [all_outputs]

==> impl_summary.log <==
[report] extracting results
[metrics] number of instances in the synthesized netlist: 149
[metrics] Critical Path Start Type: register
[metrics] Hold WC Path Type: register to register
[metrics] power density over the cells: 606.4 nW/um2
[metrics] global-route congestion overflow total: 0
[metrics] cycle use final: 0.7592
[metrics] actual transition at the worst max-transition pin: 0.6287 ns
[metrics] cell with the most instances after synthesis: dfxtp_1
[metrics] Tool Warnings: 25
[metrics] Post-synth seq share: 0.4399
[metrics] clock tree from TritonCTS: built
[metrics] met1 Resource Use GR: 0.1698
[metrics] total clock buffers created by CTS: 5
[metrics] number of top-level pins: 12
[metrics] RSZ-0062 raised after global routing: no
[metrics] post-DR wirelength/cell: 12.10 um
[metrics] Die Wd: 71.68 um
[metrics] post-CTS setup repair buffer count: 0
[metrics] Global Route met2 Usage: 0.1614
[metrics] # Cells Yosys: 149
[metrics] CP Cell Sequence: ha_1 > nand4b_4 > nor3_4 > mux2i_1 > nor2_1
[metrics] wirelength, routed: 2590 um
[metrics] Top cells by area: dfxtp_1 (44%), mux2i_1 (13%), nor2_1 (6.4%)
[metrics] Pleak: 0.5867 nW
[metrics] Ant. Diodes: 0
[metrics] time the final worst path needs with I/O delays and setup: 1.898 ns
[metrics] source-to-sink clock delay at the later pin of the worst-skew pair: 0.28 ns
[metrics] worst hold slack: 0.4930 ns
[metrics] top-area cell type share of the netlist area: 0.4399
[metrics] antenna violations before repair: 0
[metrics] iteration count of the initial detailed-routing pass: 4
[metrics] largest fanout of any net on the critical path: 12
[metrics] wire length of the first global-routing pass: 4526 um
[metrics] Post-synth top cells: dfxtp_1 (32), nor2_1 (25), mux2i_1 (19), nor3_1 (12), nand2_1 (7)
[metrics] final core utilization: 0.3800
[metrics] FF+latch count, synth: 32
[metrics] count of antenna-violating nets left after detailed routing: 0
[metrics] Detailed Place HPWL: 1737 um
[metrics] buffer-and-inverter tally for the worst setup path: 0
[metrics] deepest clock path buffer count: 2
[metrics] Crit path required time: 2.66 ns
[metrics] most used routing layer in global routing: met1
[metrics] cell type of the slowest stage on the worst timing path: nor3_4
[metrics] Final TNS setup: 0 ns
[metrics] number of distinct library cells after synthesis: 35
[metrics] H-tree levels: 2
[metrics] Relative slew margins: 0.5795
[metrics] total of hold buffers inserted after clock tree synthesis: 0
[metrics] PnR Total Power: 1.038 mW
[metrics] kind of capture point of the worst setup path: register
[metrics] fraction of registers with async set or reset after synthesis: 0
[metrics] largest net degree at the start of global routing: 33
[metrics] core utilization at floorplan: 0.3233
[metrics] critical path start-end classification: register to register
[metrics] vias after detailed routing: 1,090
[metrics] number of max-slew violations in the final report: 0
[metrics] starting DRC count in detailed routing: 90
[metrics] highest achievable clock rate: 526.8 MHz
[metrics] # setup viols final: 0
[metrics] yosys stat area: 1456 um2
[metrics] critical path arrival: 2.06 ns
[metrics] count of library flops with an enable pin: 0
[metrics] vias in the first global route: 1,004
[metrics] number of design rule violations left after detail routing: 0
[metrics] Resized Gates After CTS: 0
[metrics] final hold violations: 0
[metrics] result of the run: finished clean
[metrics] detail-routed via count per cell: 5.093
[metrics] largest vdd supply drop: 0.4228 mV
[metrics] Final GP Congestion: 0.8048
[metrics] area grow syn2layout: 17.53%
[metrics] largest stage delay on the critical path: 0.60 ns
[metrics] clock-pin slew on the worst setup and hold paths: 0.06 ns
[metrics] Mapped Avg Cell Area: 9.774 um2
[metrics] Top FF cell, synth: dfxtp_1
[metrics] skew final: 0.002700 ns
[metrics] Yosys warning total: 1
[metrics] max-capacitance violation count: 0
[metrics] clock root buffer: clkbuf_8
[metrics] cell family contributing the most delay on the critical path: simple AND/OR/NAND/NOR gates
[metrics] row count: 24
[metrics] clk sink count: 32
[metrics] area of the core region: 4504 um2
[metrics] met3 Resource Use GR: 0.04708
[metrics] netlist area before placement: 1456 um2
[metrics] Overall Global Routing Usage: 0.1128
[metrics] IO buf count: 11
[metrics] chip height: 71.68 um
[metrics] cell accounting for the most synthesized area: dfxtp_1
[metrics] fraction of final layout cells sized beyond drive strength 1: 0.1111
[metrics] Die Outline Area: 5137 um2
## cell usage in the layout, fill, tap and decap left out
cell type,count
nand3b_2,1
bufinv_16,1
clkbuf_8,5
clkdlybuf4s50_1,11
nor3b_1,1
a2111oi_2,1
nand2_1,7
nor2_1,25
a311oi_1,1
a21oi_1,5
nand3_1,3
nor2b_1,1
or4_4,1
nor4b_2,1
nor4_1,3
o41ai_2,1
nand4b_4,1
clkinv_2,1
xor2_1,3
mux2i_1,19
or2_1,1
or4b_1,1
inv_1,3
nor4_4,1
a31oi_1,1
buf_4,2
nor3_4,2
or4_1,1
o21ai_0,2
nand4_1,1
nor3_1,12
nand4b_1,1
dfxtp_1,32
clkbuf_1,1
ha_1,1
nand4bb_1,1
or3_1,1
xnor2_1,6
## per-stage QoR
stage / area (um2) / instances / worst slack [ns]
global placement: 1604 / 206 / 0.6743
detailed placement: 1604 / 206 / 0.6244
CTS: 1712 / 214 / 0.5842
floorplan: 1456 / 149 / 0.8125
finish: 1712 / 214 / 0.6019
global route: 1712 / 214 / 0.4312
## sequential cells by signal, indices dropped and copies added, names as in the netlist
| name | flops |
|---|---|
| cnt | 8 |
| n_bit | 4 |
| rxdb0 | 3 |
| r_ready | 1 |
| rdata | 8 |
| data | 8 |
## final timing paths
path | startpoint | to | slack (ns) | depth (start not counted)
hold reg to reg | cnt[1]$_SDFFE_PP0N_ | cnt[1]$_SDFFE_PP0N_ | 0.49 | 2
setup reg to reg | cnt[0]$_SDFFE_PP0N_ | rdata[5]$_SDFFE_PP0P_ | 0.60 | 5
setup / recovery | cnt[0]$_SDFFE_PP0N_ | rdata[5]$_SDFFE_PP0P_ | 0.60 | 5
hold / removal | cnt[1]$_SDFFE_PP0N_ | cnt[1]$_SDFFE_PP0N_ | 0.49 | 2
## layer usage
layer	vias up	wire (um)
met5	-	0
met4	0	23
met3	2	152
met2	24	1070
met1	514	1343
li1	550	-
## where the power goes
group          total (mW)  internal, mW  switching (mW)
registers           0.523         0.514         0.00861
logic              0.0373        0.0159          0.0214
clock network       0.478         0.295           0.182
total                1.04         0.826           0.212
## tightest hold or removal path: cells and delay by family (launching register included)
kind,cells,cell delay [ns]
AND-OR/OR-AND,1,0.05
flip-flops,1,0.33
AND/OR/NAND/NOR,1,0.06
## logic make-up after synthesis
logic type | synth area share
xor+xnor | 0.05413
compound gates | 0.05584
fa+ha+maj | 0.008590
simple gates | 0.2741
flops | 0.4399
buf+inv | 0.03694
mux | 0.1306
## final cells by class
class / instances / area (um2)
fillers: 439 / 2793
clock inverters: 2 / 35.03
multi-input cells: 106 / 762.0
flip-flops and latches: 32 / 640.6
well taps: 52 / 65.06
repair buffers: 13 / 125.1
inverters: 3 / 11.26
clock buffers: 6 / 72.57
No activity file was given, so power comes from the tool's default toggle rates.
