$ cat design.v
module MandelbrotTang(clk24M, rst_n,
			lcd_pclk, lcd_de, lcd_pwm, lcd_vsync, lcd_hsync, lcd_rout, lcd_gout, lcd_bout,
			TXD,
			RXD,
			_DTR, _CTS, _GND, _VDD,
			led_r_b, led_g_b, led_b_b,
			test
			);
	input clk24M, rst_n;
   	output lcd_pclk, lcd_de, lcd_pwm, lcd_vsync, lcd_hsync;
   	output [7:0] lcd_rout, lcd_gout, lcd_bout;
   	output TXD;
   	input RXD;
   	output led_r_b, led_g_b, led_b_b;
   	output [3:0] test;
	input _DTR, _VDD;
	output _CTS, _GND;
   	wire			clk, vclk;
   	wire 			rst;
   	reg 			fIterating;
   	reg 			fResult;  
   	reg 			fFinish;
   	reg [3:0] st;
   	reg [15:0] i;
   	reg [8:0] px, py;
   	reg [16 - 1:0] cx, cy, x, y, xx, yy, ma, mb, sa, sb, cxs, cys, dcx, dcy;
   	wire [16 - 1:0] mp, ss;
    reg 		       f_operating;
    reg [15:0]  r_cxs, r_cys, r_dcx, r_dcy;
    reg [8:0] 	    r_pix_x;
	reg [7:0] 		r_pix_y;
    wire [7:0] 	       r_data;
    reg [1:0] 	       f_receiving; 		       
    reg [4:0] 	       n_byte;
   	reg [15:0] max_iterate;
	reg [2:0] r_wd;
	reg r_we;
	wire [7:0] rout, gout, bout;
	wire [8:0] wx;
	wire [7:0] wy;
	wire [2:0] wd;
	wire we;
	assign _CTS = 0, _GND = 0;
	assign TXD = 1;
	assign lcd_rout = rout, lcd_gout = gout, lcd_bout = bout;
	assign rst = ~rst_n;
	pll_main pll_main(clk24M, rst, pll_lock_main, clk);  
	pll pll_video(clk24M, rst, pll_lock, vclk);  
	assign test[0] = lcd_rout[0];
	assign test[1] = lcd_hsync;
	assign test[2] = lcd_pclk;
	assign test[3] = lcd_de;
	video video(rst, vclk, 1'b1, 
				framestart, linestart, pixelena, 
				hsync, vsync, 
				hblank, vblank, dotenable,
				rout, gout, bout,
				clk,
				wx, wy, wd, we);
	assign wx = px;
	assign wy = py;
	assign wd = r_wd;
	assign we = r_we;
	assign lcd_pclk = vclk;
	assign lcd_de = pixelena;
	assign lcd_hsync = hsync, lcd_vsync = vsync;
	assign lcd_pwm = 1'b1;
    RX8 rx8(clk24M, rst, RXD, r_data, r_ready);
	assign led_r_b = ~n_byte[0];
	assign led_g_b = ~f_operating;
	assign led_b_b = 1;
  	mult m0(ma, mb, mp);  
   	add  a0(sa, sb, ss);
   	always @(posedge clk) begin
        if (f_receiving == 0 && r_ready == 1) begin
            f_receiving <= 1;
        end
        if (f_receiving == 1) begin
            f_receiving <= 2;
            n_byte <= n_byte + 1;
            if (n_byte == 0) r_pix_x[8] <= r_data[0];
            if (n_byte == 1) r_pix_x[7:0] <= r_data;
            if (n_byte == 2) r_pix_y <= r_data;
            if (n_byte == 3) r_cxs[15:8] <= r_data;
            if (n_byte == 4) r_cxs[7:0] <= r_data;
            if (n_byte == 5) r_cys[15:8] <= r_data;
            if (n_byte == 6) r_cys[7:0] <= r_data;
            if (n_byte == 7) r_dcx[15:8] <= r_data;
            if (n_byte == 8) r_dcx[7:0] <= r_data;
            if (n_byte == 9) r_dcy[15:8] <= r_data;
            if (n_byte == 10) r_dcy[7:0] <= r_data;
            if (n_byte == 11) max_iterate[15:8] <= r_data;
            if (n_byte == 12) max_iterate[7:0] <= r_data;
            if (n_byte == 12) begin
                cx <= r_cxs;
                cy <= r_cys;
                cxs <= r_cxs;
                cys <= r_cys;
                dcx <= r_dcx;
                dcy <= r_dcy;
				px <= 0; py <= 0;
				x <= 0; y <= 0;
                fFinish <= 0;
                f_operating <= 1;
                fIterating <= 1;
                n_byte <= 0;
            end
        end
        if (f_receiving == 2 && r_ready == 0) begin
            f_receiving <= 0;
        end
        if (f_operating == 1) begin
            if (fIterating == 0) begin
				if (i == max_iterate) r_wd <= 0;  
            	else r_wd <= (i%7) + 1;  
            	r_we <= 1;
            end
            else begin
				r_we <= 0;
            end
        end
        else begin
			r_we <= 0;
        end
    	if (rst == 1) begin
            px <= 0; py <= 0;  
            x <= 0; y <= 0;
            i <= 0;
			fIterating <= 0;
			st <= 0; fResult <= 0; fFinish <= 1;
			r_we <= 0;
            f_receiving <= 0;
            f_operating <= 0;
            n_byte <= 0;
            cx <= 0; cy <= 0;
            r_cxs <= 0; r_cys <= 0;
            r_dcx <= 0; r_dcy <= 0;
            r_pix_x <= 510; r_pix_y <= 255;
	 		max_iterate <= 100;
      	end
      	else begin
	 		if (fIterating == 1) begin
	    		case (st)
	      		0 : begin ma <= x;    mb <= x; sa <= 0;  sb <= 0;  st <= 1; end
	      		1 : begin ma <= ~y+1; mb <= y; sa <= mp; sb <= cx; st <= 2; end
	      		2 : begin ma <= x<<1; mb <= y; sa <= mp; sb <= ss; st <= 3; end
	      		3 : begin ma <= 0;    mb <= 0; sa <= mp; sb <= cy; st <= 4; xx <= ss; end
	      		4 : begin ma <= 0;    mb <= 0; sa <= 0;  sb <= 0;  st <= 5; yy <= ss; end
	      		5 : begin
		 			sa <= (xx[16 - 1] == 0)?xx:(~xx+1);
		 			sb <= (yy[16 - 1] == 0)?yy:(~yy+1);
		 			x <= xx; y <= yy;
		 			st <= 6;
	      		end
	      		6: begin
		 			st <= 0;
		 			if (ss >= 16'b0100_000000000000) begin fIterating <= 0; fResult <= 0; end
		 			else begin
		    			i <= i + 1;
		    			if (i == max_iterate - 1) begin
		       				fIterating <= 0; fResult <= 1; 
		    			end
		 			end
	      		end
	    		endcase
	 		end
			else begin
	    		fIterating <= 1;
	    		i <= 0;
	    		x <= 0; y <= 0;
	    		py <= py + 1;
	    		cy <= cy + dcy;
	    		if (py == r_pix_y) begin
	       			py <= 0;
	       			px <= px + 1;
	       			cy <= cys;
	       			cx <= cx + dcx;
	       			if (px == r_pix_x) begin
		  				px <= 0;
		  				cx <= cxs;
		  				fFinish <= 1;
		  				f_operating <= 0;
		  				fIterating <= 0;
	       			end
	    		end
	 		end
      	end
   	end 
endmodule
module add(a, b, x);
	input [16 - 1:0] a, b;
   	output [16 - 1:0] x;
   	assign x = a + b;
endmodule
module mult(a, b, x);
   	input [16 - 1:0] a, b;
   	output [16 - 1:0] x;
   	wire [16 - 1:0] a0, b0;
   	wire [2*16 - 1:0] x_tmp;
   	wire sa, sb;
   	assign sa = a[16 - 1];  
   	assign sb = b[16 - 1];  
   	assign a0 = (sa == 0)?a:(~a+1);
   	assign b0 = (sb == 0)?b:(~b+1);
   	assign x_tmp = ((sa ^ sb) == 0)?(a0 * b0):(~(a0 * b0) + 1);
   	assign x = x_tmp[12 + 16 - 1:12];
endmodule
$ cat run.sh
#!/bin/bash
# OpenROAD 26Q1-2900-gdf79404cd8, Yosys 0.63+post, stock flow scripts
make -C /OpenROAD-flow-scripts/flow DESIGN_CONFIG=/design/flow/config.mk WORK_HOME=/design/flow/orfs finish
$ cat config.mk
export PLATFORM = sky130hd
export DESIGN_NAME = mult
export DESIGN_NICKNAME = mult
export VERILOG_FILES = /design/flow/design.v
export SDC_FILE = /design/flow/constraint.sdc
export NUM_CORES = 4
export LEC_CHECK = 1
export CORE_UTILIZATION = 30
$ cat constraint.sdc
current_design mult

set clk_period 15.5
set clk_io_pct 0.2

create_clock -name clk0 -period $clk_period

set non_clock_inputs [all_inputs -no_clocks]
set_input_delay [expr $clk_period * $clk_io_pct] -clock clk0 $non_clock_inputs
set_output_delay [expr $clk_period * $clk_io_pct] -clock clk0 [all_outputs]
==> results.py <==
# Physical implementation metrics
metrics = {
    "outcome": {
        "status": "complete, no violations",
    },
    "synthesis": {
        "adder_share_pct": 53.6,
        "simple_gate_share_pct": 17.6,
        "yosysSeqAreaShare_pct": 0,
        "synth_cell_types": 68,
        "synth_chip_area_mm2": 0.00904,
        "postSynthAreaPerCell_um2": 8.28,
        "ys_sh_mux_pct": 0.692,
        "xor_area_share_pct": 8.85,
        "compound_area_share_pct": 8.34,
        "postSynthCellCount": 1091,
        "synth_area_mm2": 0.00904,
        "yosysWarnings": 0,
        "ys_cells": 1091,
        "top_logic_kind": "adder cells",
    },
    "floorplanning": {
        "core_area_mm2": 0.0296,
        "die_width_um": 176,
        "fp_util_pct": 30.5,
        "chipArea_mm2": 0.0308,
        "ios": 48,
        "die_y_um": 176,
        "rows": 63,
    },
    "sta": {
        "holdWs_ps": 7840,
        "hold_viol": 0,
        "rsz0062_at_grt": "no",
        "finalCritPeriodShare_pct": 96.2,
        "maxSlewViolCount": 0,
        "tns_ps": 0,
        "fmax_mhz": 67.1,
        "worst_pin_slew_ps": 896,
        "fin_crit_ps": 14910,
        "setup_violations": 0,
        "fin_ws_ps": 586,
        "slew_headroom_pct": 40.1,
    },
    "grt": {
        "grt_pass1_vias": 7780,
        "grt_max_degree": 20,
        "grt_pass1_wl_um": 41400,
        "antenna_found_initial": 0,
        "grt_usage_pct": 18.1,
        "grt_overflow": 0,
    },
    "routing": {
        "totalWireLength_um": 25000,
        "wl_per_cell_um": 16.0,
        "dr_total_vias": 7308,
        "dr.pass1.iters": 4,
        "routed_via_density": 4.69,
        "drt_iter0_drc": 265,
        "remaining_drc_errors": 0,
        "ant_nets": 0,
        "antenna_cells": 0,
    },
    "finish": {
        "seq_cells": 0,
        "lay_top_count": "inv_1",
        "num-fill-cells": 3085,
        "drive_gt1_share_pct": 6.68,
        "area_growth_pct": 14.2,
        "final_cells": 1558,
        "logic_area_mm2": 0.00805,
        "final_cell_mix": "inv_1 (233), fa_1 (189), nand2_1 (151)",
        "seq_area_um2": 0,
        "num-clock-buffers": 0,
    },
    "min_path": {
        "worstHoldPathType": "in2out",
    },
    "placed_design": {
        "placed_cells": 1558,
        "gp_congestion": 1.03,
        "place_ws_ps": 626,
        "port_buffers": 48,
        "hpwl_um": 21800,
    },
    "critical_path": {
        "slowest_stage": "or4_4",
        "cp_data_required_time_ps": 12400,
        "critPathMostFrequentCell": "fa_1",
        "critPathKind": "in2out",
        "end_kind": "output pin",
        "start_kind": "input port",
        "critical-path-max-stage-delay_ps": 600,
        "crit_arrival_ps": 11810,
        "path_max_fanout": 6,
    },
    "job": {
        "openroad.warnings": 32,
        "drv_cap": 0,
    },
    "clock_tree": {
        "cts_resized": 0,
        "ctsHoldBuffers": 0,
        "post_cts_buffers": 0,
    },
}
==> worst max-delay path, delay by kind of cell <==
family / cells / cell delay (ps)
XOR/XNOR: 3 / 660
AND-OR/OR-AND: 4 / 950
buffers and inverters: 5 / 1140
AND/OR/NAND/NOR: 8 / 2460
adder cells (fa/ha/maj): 7 / 3500
==> synthesized netlist by cell type (3+ instances only) <==
cell	n	area [µm²]
o31ai_1	9	67.6
nand2b_1	12	75.1
inv_1	233	875
a21o_1	7	52.6
o211ai_1	8	60.1
and2_1	15	93.8
nand2_1	151	567
ha_1	85	1060
mux2i_1	4	40.0
or4_1	5	37.5
nand3_1	5	25.0
a211o_1	3	26.3
a21oi_1	27	135
a31oi_1	3	18.8
xnor2_1	53	464
xor2_1	32	280
a211oi_1	3	22.5
and3_1	4	25.0
o21ai_0	15	75.1
nor3_1	8	40.0
or2_2	7	43.8
o41ai_1	4	35.0
fa_1	189	3780
o21a_1	4	30.0
clkbuf_1	25	93.8
or3_1	6	37.5
nor2_1	124	465
nand3b_1	3	22.5
==> worst paths after layout <==
check | cells past startpoint | startpoint | slack [ps] | endpoint
worst min-delay path | 5 | b[15] | 7840 | x[15]
worst max-delay path | 27 | a[5] | 590 | x[15]
==> cells by family (layout without fill, tap and decap cells) <==
group                    Yosys count  in the layout
AND-OR/OR-AND                    105            105
XOR/XNOR                          88             88
adder cells (fa/ha/maj)          274            274
buffers and inverters            262            339
multiplexers                       6              6
AND/OR/NAND/NOR                  356            356
==> layer usage <==
| layer | track usage (%) | wire length, µm |
|---|---|---|
| met4 | 3.95 | 656 |
| met3 | 9.32 | 3210 |
| met1 | 23.5 | 10000 |
| met2 | 27.5 | 11100 |
| met5 | 0 | 0 |
==> through the flow <==
stage          area [µm²]  utilization, %
6_report            10300            34.8
3_5_place_dp        10300            34.8
2_1_floorplan        9040               -
4_1_cts             10300            34.8
5_1_grt             10300            34.8
3_3_place_gp        10300            34.8
==> cell type report <==
type                            count  area share (%)
Multi-Input combinational cell    829            78.0
Tap cell                          390            4.73
Inverter                          235            8.55
Timing Repair Buffer              104            8.73
